==> /design/flow/design.v <==
module fifo (fifo_data_out,fifo_full,fifo_empty,fifo_write,fifo_read,clk,rst_,
             fifo_data_in);
parameter fifo_depth=8;
parameter fifo_width=8;
output logic [(fifo_width-1):0] fifo_data_out;
output logic fifo_full, fifo_empty;
input  logic fifo_write, fifo_read, clk, rst_;
input  logic [(fifo_width-1):0] fifo_data_in;
logic [(fifo_width-1):0] fifomem [0:(fifo_depth-1)];
logic [3:0] wr_ptr, rd_ptr;
logic [3:0] cnt;                         
always @(posedge clk or negedge rst_)
  if (!rst_) begin
    rd_ptr  <= 0;                          
    wr_ptr  <= 0;
    cnt   <= 0;
    fifo_empty <= 1;
    fifo_full  <= 0;
  end
  else begin
    case ({fifo_write, fifo_read})
      2'b00: ;      
      2'b01: begin  
               if (cnt>0) begin          
                 rd_ptr <= rd_ptr + 1;       
                 cnt  <= cnt  - 1;       
               end                       
               if (cnt==1) fifo_empty <= 1;   
               fifo_full <= 0;
             end
      2'b10: begin  
               if (cnt< fifo_depth) begin        
                 fifomem[wr_ptr] <= fifo_data_in;
                 wr_ptr <= wr_ptr + 1;
                 cnt  <= cnt  + 1;
               end
               if (cnt>=(fifo_depth-1)) fifo_full <= 1;   
               fifo_empty <= 0;
             end
      2'b11:  
               if (cnt>(fifo_depth-1)) begin
                 rd_ptr  <= rd_ptr + 1;
                 cnt   <= cnt  - 1;
               end
               else if (cnt<1) begin
                 fifomem[wr_ptr] <= fifo_data_in;
                 wr_ptr  <= wr_ptr + 1;
                 cnt   <= cnt  + 1;
               end
               else begin
                 fifomem[wr_ptr] <= fifo_data_in;
                 wr_ptr  <= wr_ptr + 1;
                 rd_ptr  <= rd_ptr + 1;
               end
    endcase
  end
assign fifo_data_out = fifomem[rd_ptr];
endmodule
==> /design/flow/run.sh <==
#!/bin/bash
# OpenROAD 26Q1-2900-gdf79404cd8, Yosys 0.63+post, stock flow scripts
make -C /OpenROAD-flow-scripts/flow DESIGN_CONFIG=/design/flow/config.mk WORK_HOME=/design/flow/orfs finish
==> /design/flow/config.mk <==
export PLATFORM = sky130hd
export DESIGN_NAME = fifo
export DESIGN_NICKNAME = fifo
export VERILOG_FILES = /design/flow/design.v
export SDC_FILE = /design/flow/constraint.sdc
export NUM_CORES = 4
export LEC_CHECK = 1
export CORE_UTILIZATION = 30
==> /design/flow/constraint.sdc <==
current_design fifo

set clk_period 2.4
set clk_io_pct 0.2

create_clock -name clk0 -period $clk_period [get_ports {clk}]

set non_clock_inputs [all_inputs -no_clocks]
set_input_delay [expr $clk_period * $clk_io_pct] -clock clk0 $non_clock_inputs
set_output_delay [expr $clk_period * $clk_io_pct] -clock clk0 [all_outputs]
==> notes.org <==
#+TITLE: Physical design notes

** STA
- Setup TNS :: -853 ps
- Setup violations remaining at the end of the flow were counted as 8.
- The worst-case max-slew headroom was logged as 0.736.
- After layout, the worst setup slack is -163 ps.
- For reference, the final report shows the max-slew violation count at 0.
- Unrepaired setup endpoints after global routing :: true
- The transition time recorded at the tightest slew-check pin is between 300 and 400 ps.
- Worst-case clock skew :: around 8 ps
- Number of endpoints with negative hold slack in the final report :: 0
- Maximum clock frequency :: roughly 0.39 GHz
- Post-route period utilization is reported as 1.07.
- Minimum hold slack :: just over 500 ps
- The final timing report derives a shortest allowable period of between 2000 and 3000 ps.

** Critical path
- The critical path's slowest stage uses the library cell sky130_fd_sc_hd__dfrtp_2.
- The largest single stage delay on the critical path is approximately 460 ps.
- Across all register-to-register paths, the minimum setup slack is about 740 ps.
- Worst endpoint required time :: around 1900 ps
- The report lists the cells along the critical path as buf_6, ha_4, buf_6, a222oi_1, a21oi_1, a221oi_2, a21oi_4, buf_2.
- CP dominant cell by count :: sky130_fd_sc_hd__buf_6
- Looking at the reg2reg group, the worst path ends at rd_ptr[1].
- Critical Path AT :: roughly 2100 ps
- The most critical setup path has its startpoint at rd_ptr[1].
- The worst register-to-register path depth is 5.
- STA classifies the critical path endpoint as an output port.
- In the setup report, the worst path falls into the class flop to output port.
- Capturing instance or port of the critical path :: fifo_data_out[0]
- In this run the critical register-to-register path is launched from cnt[0].
- Of all nets on the critical path, the largest fanout is 4.
- Element type at the critical path start :: flop

** Detailed routing
- The routed layout has slightly above 2000 vias.
- Routed wire length :: 6.86 mm
- Number of remaining DRC errors :: 0
- Antenna fix cells :: 0
- WL per Instance :: approximately 16 um
- Post-DR vias/cell :: about 4.8
- The first routing iteration left around 140 violations.
- Per the post-route antenna check, the number of violating nets is 0.
- The first detailed-routing pass ran for 4 iterations.

** Clock tree
- Number of clock sinks seen by CTS :: approximately 76
- TritonCTS clock tree :: built
- The post-CTS hold buffer count recorded in the log is 0.
- Clock-pin slew on the worst setup and hold paths :: approximately 80 ps
- Buffers from clock root to sink, at most :: 2
- CTS built an H-tree with a depth of 3.
- For the worst-skew pair, the clock arrives at the later sink with an insertion delay of 350 ps.
- Number of buffers inserted during clock tree synthesis :: 9
- Buffer cell driving the clock tree root :: sky130_fd_sc_hd__clkbuf_8

** Layout
- The final report gives the core utilization as 0.417.
- The layout summary lists the proportion of cells stronger than drive strength 1 as 0.358.
- Per the run report, area growth between synthesis and finish was 33.3%.

** Logic synthesis
- The synthesis report names the predominant flop master as sky130_fd_sc_hd__edfxtp_1.
- Cell area after synthesis :: between 3000 and 4000 um2
- The synthesized design contains between 70 and 80 register bits.
- Most numerous cell in the Yosys netlist :: sky130_fd_sc_hd__edfxtp_1
- The Yosys step of the flow raised 2 warnings.
- Counting flops with a built-in enable in the synthesized netlist gives roughly 64.
- Yosys cell count :: around 220
- Post-Syn Area per Cell :: 14.9 um2
- Post-Synthesis Cells :: between 200 and 250
- After synthesis, the cell types taking the most area are sky130_fd_sc_hd__edfxtp_1, sky130_fd_sc_hd__dfrtp_1, sky130_fd_sc_hd__ha_1.
- For reference, the top cells by count after synthesis are sky130_fd_sc_hd__edfxtp_1, sky130_fd_sc_hd__ha_1, sky130_fd_sc_hd__nand2_1.
- The synthesis report gives the async set-or-reset register share as 0.158.
- Sequential-to-total area share from yosys stat :: 0.679
- Of the post-synthesis cell area, the dominant cell type holds 0.587.
- The netlist uses 39 different library cells.
- The synthesized design spends more area on one cell type than any other, namely sky130_fd_sc_hd__edfxtp_1.
- Yosys synthesis chip area :: ~3300 um2

** Flow run
- OpenROAD emitted warnings numbering 38.
- In this run the maximum-capacitance check reported violations numbering 0.

** Floorplanning
- At the floorplan stage, the core utilization is reported as 0.313.
- Per the OpenROAD floorplan log, the area of the core is between 10000 and 15000 um2.
- The horizontal die dimension reported for this design is 106 um.
- Vertical extent of the die :: roughly 110 um
- The chip occupies between 10000 and 15000 um2.
- According to the floorplan log, the row count is 37.
- During I/O placement, the number of pins put on the boundary was 22.

** Global route
- The via count of the first global-routing pass is 2019.
- Antenna violations before repair :: 0
- Maximum number of pins on one net before global-route repair :: 14
- The first global-routing pass estimated between 10 and 15 mm of wire.
- Across every metal layer, demand over resource in global routing totals 0.133.
- The total overflow left after global routing is 0.

** Place
- After legalization and detailed placement, the total HPWL measured around 4.2 mm.
- The buffer_ports step reported a buffer count of 21.
- The final weighted congestion recorded by global placement is 0.867.
- At the placement stage, the worst setup path has a slack of -64.1 ps.

** Run status
- The final reports fail on negative setup slack.
- Run status :: finished, violations left

** Power and ir drop
- P_leak :: 1.62 nW
- VDD sags by at most about 0.53 mV.
- The script computed a power per unit cell area of 1120 nW/um2.

** Hold path
- Tightest Hold Check Type :: primary input to async pin
[stage by stage]
| step | instances | instance area (um2) | power [W] |
|---|---|---|---|
| after floorplan | 219 | 3270 | 0.00267 |
| after global placement | 388 | 3810 | 0.00340 |
| after detailed placement | 388 | 3810 | 0.00342 |
| after CTS | 422 | 4320 | 0.00484 |
| after global routing | 424 | 4360 | 0.00521 |
| final | 424 | 4360 | 0.00491 |
[per-layer routing]
metal  track usage  wire, um
met1         0.186      2820
met2         0.212      3320
met3        0.0557       625
met4        0.0117        90
met5             0         0
[flip-flops by register name (all words and copies together), names as in the netlist]
signal	cells
cnt	4
fifo_empty	1
fifo_full	1
fifomem	64
rd_ptr	3
wr_ptr	3
[critical path: cells and delay by family, from the launching register on]
| family | cells | cell delay (ps) |
|---|---|---|
| fa+ha+maj | 1 | 160 |
| flops | 1 | 460 |
| buf+inv | 3 | 360 |
| compound gates | 4 | 750 |
[layout make-up]
cell class	instances	area (um2)
clock inverters	6	65.1
fillers	931	6100
multi-input cells	123	1100
well taps	136	170
repair buffers	64	633
clock buffers	9	124
inverters	10	40.0
flip-flops and latches	76	2230
[worst min path at each step]
stage | start | to | cells after the start
final | rst_ | cnt[3] | 2
after global routing | rst_ | cnt[1] | 2
after CTS | rst_ | cnt[3] | 2
[report_power, final]
group	total, W	switching (W)	internal [W]	leakage [nW]
Combinational	0.00220	0.000952	0.00125	0.812
Clock	0.000938	0.000462	0.000476	0.0955
Sequential	0.00177	0.000161	0.00161	0.715
Total	0.00491	0.00158	0.00333	1.62
[kinds of logic after synthesis]
family / synth area share
xor gates and xnor gates: 0.0134
and+or+nand+nor: 0.0692
muxes: 0.0516
AOI/OAI and AO/OA: 0.0967
DFF: 0.679
buffers and inverters: 0.0287
adders and majority gates: 0.0612
[cell usage in the layout (no fill, tap or decap), types with 2 or more instances in the layout]
master                            instances
sky130_fd_sc_hd__mux2i_1                  3
sky130_fd_sc_hd__and3_1                   6
sky130_fd_sc_hd__clkdlybuf4s50_1         13
sky130_fd_sc_hd__edfxtp_1                64
sky130_fd_sc_hd__ha_4                     6
sky130_fd_sc_hd__dfrtp_2                  3
sky130_fd_sc_hd__a31oi_1                  6
sky130_fd_sc_hd__a22o_1                   5
sky130_fd_sc_hd__nor2_1                  11
sky130_fd_sc_hd__buf_12                   6
sky130_fd_sc_hd__nor2b_1                  3
sky130_fd_sc_hd__a222oi_1                 4
sky130_fd_sc_hd__buf_4                   25
sky130_fd_sc_hd__nand2_1                 14
sky130_fd_sc_hd__a221oi_2                 7
sky130_fd_sc_hd__nand3_1                  2
sky130_fd_sc_hd__xnor2_1                  3
sky130_fd_sc_hd__clkinv_2                 2
sky130_fd_sc_hd__clkbuf_8                 9
sky130_fd_sc_hd__buf_6                   10
sky130_fd_sc_hd__xor2_1                   2
sky130_fd_sc_hd__mux2_1                   3
sky130_fd_sc_hd__o21ai_0                  7
sky130_fd_sc_hd__ha_1                    10
sky130_fd_sc_hd__mux2_2                   8
sky130_fd_sc_hd__a21oi_1                  5
sky130_fd_sc_hd__buf_2                    8
sky130_fd_sc_hd__dfrtp_1                  8
sky130_fd_sc_hd__inv_1                    8
[repair_timing]
action,in CTS,in global routing
gates resized,64,6
endpoints found under the hold margin,0,0
cloned,1,0
setup buffers,19,3
endpoints found under the setup margin,8,8
pin swaps,26,18
Power figures rest on the tool's default switching activity, not on a simulated workload.
