==> /design/flow/design.v <==
module addern #(parameter N = 4)(input [N-1:0] op1, op2, output [N:0] sum);
    assign sum = {1'b0, op1} + {1'b0, op2};
endmodule
module multiplier(clk, rst, multiplier, multiplicand, product, ready, start);
    input clk, rst, start;
    input [3:0] multiplicand, multiplier;
    output [7:0] product;
    output ready;
    enum {ready_s = 0, check_s, add_s, shift_s} state;  
    logic [3:0] m_out, q_out;
    logic init, shift, add, ser_in;  
    logic [4:0] sum, a_out;
    logic unsigned [1:0] cnt;  
    assign init = (state == ready_s)? start: 0;
    assign ready = (state == ready_s)? 1: 0;
    assign ser_in = (add & sum[0]) | (~add & a_out[0]);
    assign product = {a_out[3:0], q_out};
    addern ADDER(.op1(a_out[3:0]), .op2(m_out), .sum(sum));  
    regn #(.N(4)) M(.d_in(multiplicand), .d_out(m_out), .clk(clk), .load(init), .shift(1'b0), .clear(1'b0), .ser_in(1'b0));
    regn #(.N(4)) Q(.d_in(multiplier), .d_out(q_out), .clk(clk), .load(init), .shift(shift), .clear(1'b0), .ser_in(ser_in));
    regn #(.N(5)) A(.d_in(sum), .d_out(a_out), .clk(clk), .load(add), .shift(shift), .clear(init), .ser_in(1'b0));
    always @(posedge clk)
    begin
        if (rst) begin
            state <= add_s;
            shift <= 1'b0;
            add <= 1'b0;
        end
        else begin
           case (state)
                ready_s: begin
                    if (start) begin  
                        state <=check_s;  
                        cnt <= 0;  
                    end
                end
                check_s: begin
                    if(q_out[0]) begin  
                        state <= add_s;  
                        add <= 1'b1;
                    end
                    else begin
                        state <= shift_s;  
                        shift <= 1'b1;
                    end
                end
                add_s: begin
                    state <= shift_s;  
                    shift <= 1'b1;
                    add <= 1'b0;
                end
                shift_s: begin
                    if (cnt == 2) begin
                        state <= ready_s;  
                    end
                    else begin
                        state <= check_s;  
                    end
		    shift <= 1'b0;
		    cnt <= cnt + 1; 
                end           
            endcase
        end
    end
endmodule
module regn #(parameter N = 4) (d_in, d_out, clk, load, shift, clear, ser_in);
input clk, load, shift, clear, ser_in;
input [N-1:0] d_in;
output [N-1:0] d_out;
reg [N-1:0] t_reg;
always @(posedge clk)
begin
    if(clear) begin
        t_reg <= 0;
    end
    else if (load & shift) begin
        t_reg <= {ser_in, d_in[N-1:1]};
    end
    else if (load) begin
        t_reg <= d_in;
    end
    else if (shift) begin
        t_reg <= {ser_in, t_reg[N-1:1]};
    end
end
assign d_out = t_reg;
endmodule
==> /design/flow/run.sh <==
#!/bin/bash
# OpenROAD 26Q1-2900-gdf79404cd8, Yosys 0.63+post, stock flow scripts
make -C /OpenROAD-flow-scripts/flow DESIGN_CONFIG=/design/flow/config.mk WORK_HOME=/design/flow/orfs finish
==> /design/flow/config.mk <==
export PLATFORM = sky130hd
export DESIGN_NAME = multiplier
export DESIGN_NICKNAME = multiplier
export VERILOG_FILES = /design/flow/design.v
export SDC_FILE = /design/flow/constraint.sdc
export NUM_CORES = 4
export LEC_CHECK = 1
export CORE_AREA = 10 10 108 108
export DIE_AREA = 0 0 118 118
==> /design/flow/constraint.sdc <==
current_design multiplier

set clk_period 2.4
set clk_io_pct 0.2

create_clock -name clk0 -period $clk_period [get_ports {clk}]

set non_clock_inputs [all_inputs -no_clocks]
set_input_delay [expr $clk_period * $clk_io_pct] -clock clk0 $non_clock_inputs
set_output_delay [expr $clk_period * $clk_io_pct] -clock clk0 [all_outputs]
==> results.py <==
# Generated from Yosys and OpenROAD reports
metrics = {
    "pwr": {
        "flop_pwr_share_pct": 48.5,
        "power.static_leakage_nw": 0.504,
        "power_frac_comb_pct": 26.8,
        "cell_internal_pwr_w": 0.000681,
        "power_density_nw_per_um2": 668,
        "swShare_pct": 27.5,
        "pwr-share-clk_pct": 24.7,
        "max-vdd-ir-drop_mv": 0.174,
        "power_switching_w": 0.000258,
    },
    "final_timing": {
        "clock_skew_ps": 1.67,
        "worst_pin_slew_ps": 484,
        "report.final.hold_viol_count": 0,
        "finalMaxSlewViolations": 0,
        "timing.slew.headroom_pct": 67.7,
        "timing.final.crit_period_ps": 1700,
        "final.setup.tns_ps": 0,
        "final_report_setup_violation_count": 0,
        "layout_setup_ws_ps": 696,
        "rsz0062_at_grt": "no",
        "layout_worst_path_cycle_share_pct": 71.0,
        "timing.fmax_mhz": 587,
    },
    "final_layout": {
        "stdcell_count": 248,
        "synthToLayoutAreaGrowth_pct": 33.3,
        "layout_top_cells_excl_fill_tap": "clkdlybuf4s50_1, dfxtp_1, edfxtp_1",
        "largest_reg_flops": 5,
        "mostFrequentLayoutCell": "clkdlybuf4s50_1",
        "share_of_post_route_cells_with_drive_strength_above_1_pct": 5.04,
        "post-route-cell-area_um2": 1410,
        "utilization_pct": 15.1,
    },
    "logic_synthesis": {
        "yosys_cell_count": 103,
        "synthesis.area_um2": 1050,
        "synth_seq_share_pct": 49.3,
        "postSynthAreaPerCell_um2": 10.2,
        "ys_warn_count": 3,
        "synth_flops": 21,
        "ys_area_um2": 1050,
        "number_of_distinct_standard_cells_referenced_by_the_synthesized_netlist": 28,
        "postSynthCellCount": 103,
    },
    "critical_path": {
        "worst_path_dominant_cell_family": "adder cells",
        "critPathKind": "reg -> reg",
        "crit_path_max_fanout": 2,
        "cp-start-kind": "flip-flop",
        "crit-reg2reg-launch": "M.t_reg[0]",
        "r2r_slack_ps": 700,
        "critPathCaptureType": "flip-flop",
        "r2r-end": "A.t_reg[3]",
        "worst_ep_required_time_ps": 2550,
        "crit_chain": "ha_1, fa_1, a21o_1, a21oi_1, and3_1, nor3_1",
        "crit_path_max_incr_delay_ps": 420,
        "worst_r2r_path_depth": 6,
        "timing.critical_path.buf_inv": 0,
        "critPathSlowestCell": "fa_1",
        "crit_arrival_ps": 1860,
    },
    "floorplan": {
        "die-height_um": 118,
        "dieArea_um2": 13900,
        "io-pin-count": 20,
        "cell_row_count": 35,
        "die_w_um": 118,
        "floorplan.initialDensity_pct": 11.4,
        "coreArea_um2": 9280,
    },
    "drt": {
        "drt_first_iter_violations": 91,
        "drt-met1-wl_um": 1040,
        "routedWlPerCell_um": 9.57,
        "antenna_cells": 0,
        "remaining_drc_errors": 0,
        "met2WireLength_um": 1140,
        "via_count": 761,
        "maxUsedRoutingLayer": "met4",
        "avgViaCountPerCell": 3.07,
        "detail_route.first_pass.iterations": 4,
        "routed-wl-met3_um": 188,
        "route.antenna.remaining_nets": 0,
        "route.final.wire_length_um": 2370,
    },
    "clock_tree": {
        "worstSkewPairLatency_ps": 260,
        "max-clock-path-buffers": 2,
        "clock_tree_from_tritoncts": "done",
        "cts_root_buffer": "clkbuf_8",
        "cts_max_level": 1,
        "clkSlewWorstSetupHoldPaths_ps": 70,
        "number_of_buffers_inserted_during_clock_tree_synthesis": 3,
        "post_cts.repair.setup_buffers": 0,
        "cts_sinks": 21,
        "cts_hold_repair.buffers": 0,
        "post_cts_resize_count": 0,
    },
    "flow_run": {
        "tool_warnings": 25,
        "drv.max_cap_violation_count": 0,
    },
    "placement": {
        "dpl_cell_area_um2": 1360,
        "numPortBuffers": 19,
        "hpwlAfterDp_um": 1890,
        "globalplace.congestion": 0.795,
        "post-place-ws_ps": 524,
        "placedCellCount": 244,
    },
    "min_path": {
        "worstHoldStart": "A.t_reg[4]",
        "holdPathEnd": "A.t_reg[4]",
        "worst_hold_path.num_cells": 2,
        "worst_hold_path_type": "reg -> reg",
    },
    "grt": {
        "grt_antenna_before_repair": 0,
        "grt_util_all_layers_pct": 3.33,
        "grt_overflow": 0,
        "grt_pass1_wl_um": 3800,
        "grt_pass1_vias": 727,
        "grt_max_degree": 16,
    },
    "outcome": {
        "outcome": "finished clean",
    },
}
## metal layers
metal | up-vias | track usage, %
met1 | 344 | 3.98
met4 | 0 | 0.232
met3 | 2 | 1.65
li1 | 399 | -
met2 | 16 | 5.49
met5 | - | 0
## power by group through the flow
stage / combinational (W) / clock, W / sequential [W]
finish: 0.000252 / 0.000232 / 0.000456
global route: 0.000283 / 0.000249 / 0.000463
CTS: 0.000258 / 0.000233 / 0.000457
## worst reg2reg max path: stages, from the launching register on
cell      delay, ps
edfxtp_1        370
ha_1            210
fa_1            420
a21o_1          190
a21oi_1         180
and3_1          170
nor3_1           40
## worst max-delay path by stage
stage | start | endpoint | depth (start not counted)
4_1_cts | M.t_reg[0] | A.t_reg[3] | 6
6_report | M.t_reg[0] | A.t_reg[3] | 6
5_1_grt | M.t_reg[0] | A.t_reg[3] | 6
## Yosys cell counts
cell | number | area, um2
edfxtp_1 | 10 | 300
a211oi_1 | 2 | 15.0
fa_1 | 1 | 20.0
nor2b_1 | 3 | 18.8
o311a_1 | 1 | 10.0
o21ai_0 | 8 | 40.0
a31oi_1 | 2 | 12.5
dfxtp_1 | 11 | 220
and2_1 | 1 | 6.26
and3_1 | 1 | 6.26
clkbuf_1 | 2 | 7.51
ha_1 | 5 | 62.6
nand2b_1 | 4 | 25.0
nand3_1 | 2 | 10.0
buf_4 | 5 | 37.5
inv_1 | 6 | 22.5
a21o_1 | 2 | 15.0
mux2i_1 | 5 | 50.1
nand2_1 | 9 | 33.8
nor3_1 | 2 | 10.0
o31a_1 | 1 | 8.76
a21oi_1 | 8 | 40.0
nor2_1 | 6 | 22.5
a2111oi_2 | 1 | 15.0
xnor2_1 | 1 | 8.76
o21ai_1 | 1 | 5.00
mux2_2 | 2 | 22.5
a221oi_1 | 1 | 8.76
## cell type report
| class | count | area [um2] |
|---|---|---|
| Clock buffer | 4 | 45.0 |
| Fill cell | 1059 | 7880 |
| Inverter | 6 | 22.5 |
| Multi-Input combinational cell | 69 | 467 |
| Sequential cell | 21 | 520 |
| Tap cell | 129 | 161 |
| Timing Repair Buffer | 19 | 190 |
## kinds of logic (layout without fill, tap and decap cells)
family / count (synthesis) / count (layout) / share of synthesized area [%]
AOI/OAI and AO/OA: 27 / 27 / 16.1
xor gates and xnor gates: 1 / 1 / 0.831
adders and majority gates: 6 / 6 / 7.83
muxes: 7 / 7 / 6.88
DFF: 21 / 21 / 49.3
buffers and inverters: 13 / 29 / 6.41
and+or+nand+nor: 28 / 28 / 12.6
## stage by stage
step                      power [W]  hold slack, ps
after floorplan            0.000627             452
after global placement     0.000718             489
after detailed placement   0.000719             495
after CTS                  0.000948             503
after global routing       0.000995             547
final                      0.000939             501
No activity file was given, so power comes from the tool's default toggle rates.
