$ cat flow/run.sh
#!/bin/bash
# OpenROAD 26Q1-2900-gdf79404cd8, Yosys 0.63+post, stock flow scripts
make -C /OpenROAD-flow-scripts/flow DESIGN_CONFIG=/design/flow/config.mk WORK_HOME=/design/flow/orfs finish
$ cat flow/config.mk
export PLATFORM = sky130hd
export DESIGN_NAME = logic_unit_sequ
export DESIGN_NICKNAME = logic_unit_sequ
export VERILOG_FILES = /design/flow/design.v
export SDC_FILE = /design/flow/constraint.sdc
export NUM_CORES = 4
export LEC_CHECK = 1
export CORE_UTILIZATION = 40
$ cat flow/constraint.sdc
current_design logic_unit_sequ

set clk_period 4.0
set clk_io_pct 0.2

create_clock -name clk0 -period $clk_period [get_ports {clk}]

set non_clock_inputs [all_inputs -no_clocks]
set_input_delay [expr $clk_period * $clk_io_pct] -clock clk0 $non_clock_inputs
set_output_delay [expr $clk_period * $clk_io_pct] -clock clk0 [all_outputs]
$ cat flow/design.v
`default_nettype none
module logic_unit_sequ #(
    parameter    WIDTH = 64
)(
    input  logic             clk,
    input  logic             rst,
    input  logic [WIDTH-1:0] req_vec,
    input  logic             valid,
    output logic             out,
    output logic             done
);
    logic [WIDTH-1:0] req_vec_reg;
    logic [WIDTH-1:0] counter;
    logic             or_result_reg;
    logic             out_reg;
    logic             busy;
    logic             done_reg;
    always_ff @(posedge clk or posedge rst) begin
        if (rst) begin
            out_reg       <= 1'b0;
            done_reg      <= 1'b1;
            busy          <= 1'b0;
            req_vec_reg   <= WIDTH'(0);
            counter       <= WIDTH'(0);
            or_result_reg <= (WIDTH-1)'(0);
        end else begin
            if (valid && done_reg) begin
                busy     <= 1'b1;
                req_vec_reg   <= req_vec;
                or_result_reg <= req_vec[0];
                done_reg      <= 1'b0;
                counter       <= WIDTH'(0);
            end
            if (busy) begin
                if (counter < (WIDTH-2)) begin
                    or_result_reg <= or_result_reg || req_vec_reg[counter+1];
                    counter <= counter + WIDTH'(1);
                end else if (counter == (WIDTH-2)) begin
                    out_reg <= req_vec_reg[(WIDTH-1)] && or_result_reg;
                    done_reg <= 1'b1;
                end
                if (counter == (WIDTH-2)) begin
                    busy <= 1'b0;
                end else begin
                    out_reg  <= 1'b0;
                    done_reg <= 1'b0;
                end
            end else begin
                out_reg <= 1'b0;
		    end
        end
    end
    assign out = out_reg;
    assign done = done_reg;
endmodule
==> results.yml <==
# implementation run metrics
hold_path:
  min_to: "counter[60]$_DFF_PP0_"
  worstHoldStart: "counter[60]$_DFF_PP0_"
  holdPathStages: 1
  min_path_type: "register to register"
die:
  dieArea_um2: 14300
  rows: 42
  ios: 69
  fp.dieW_um: 120
  dieHeight_um: 120
  fp-utilization: 0.414
  coreArea_um2: 13300
power:
  ir_worst_vdd_uv: 277
  power.total_uw: 2990
  p_leak_uw: 0.00338
  power_density_nw_per_um2: 424
yosys:
  ys_area_um2: 5530
  synth.logic.top_family: "multiplexers"
  syn_inst: 394
  ys_sh_adder: 0.00453
  netlist_area_um2: 5530
  ys_sh_xor: 0.0113
  ys_ff: 132
  postSynthAreaPerCell_um2: 14.0
  yosysWarnings: 1
  ys_sh_mux: 0.212
  ys_cells: 394
  ys_types: 41
  simple_gate_area_frac: 0.122
  ys_seq_frac: 0.598
  aoi_share: 0.0344
worst_setup_path:
  crit_top_cell: "a211oi_1"
  r2r_cells: 8
  critPathMaxStageDelay_ns: 0.75
  rrSetupSlack_ns: 1.01
  path_cells: "inv_1, ha_1, buf_4, mux4_2, a211oi_1, a211oi_1, a211oi_1, o31ai_1"
  cpMaxStageDelayCell: "dfrtp_1"
  critPathKind: "register to register"
  reg2reg_to: "or_result_reg$_DFF_PP0_"
  worstPathMaxFanout: 14
  crit_required_ns: 4.28
  timing.rr.start: "counter[0]$_DFF_PP0_"
  crit_arrival_ns: 3.27
  critPathCaptureType: "register"
  startpoint_type: "register"
  critPathLaunch: "counter[0]$_DFF_PP0_"
sta:
  maxSlewViolCount: 0
  finalClockSkew_ns: 0.00446
  fin_setup_tns_ns: 0
  hold_viol_final: 0
  fmax_mhz: 335
  rsz0062_at_grt: "false"
  min_period_ns: 2.99
  tightest_slew_ns: 0.722
  setup_violations: 0
  max-slew-margin-rel: 0.519
  fin_crit_sh: 0.747
  fin_ws_ns: 1.01
clock_network:
  cts.sinks: 132
  hold_buffers: 0
  cts_made_buffers: 17
  h-tree-depth: 4
  postCtsSetupBuffers: 0
  cts_buffer_depth: 2
  cts_tree: "built"
  cts_root_buf: "clkbuf_16"
  clkTransAtPathRegs_ns: 0.05
  cts_resized: 0
  clock_latency_ns: 0.40
routing:
  ant_nets: 0
  drc_errors: 0
  wire_per_inst_um: 15.9
  antenna_cells: 0
  via_count: 3283
  viasPerCell: 5.00
  drtIter0Drc: 171
  finalWirelength_um: 10400
  dr.pass1.iters: 4
grt:
  grt_pass1_vias: 3460
  met2_usage: 0.239
  grtUsageMet3: 0.0359
  grt_pass1_wl_um: 17800
  grt_max_degree: 101
  grt-busiest-layer: "met1"
  track_usage: 0.166
  grt-ovfl-total: 0
  antenna_found_initial: 0
  grt_use_met1: 0.283
finish:
  fillers: 1109
  utilization: 0.528
  mostFrequentLayoutCells: "dfrtp_1, clkdlybuf4s50_1, mux2_2"
  drive_gt1_frac: 0.260
  area_growth_pct: 27.4
  final_common_cell: "dfrtp_1"
placement:
  gp_congestion: 0.791
  post-place-ws_ns: 0.939
  dpl.hpwl_um: 7050
  io_buffers: 68
run:
  openroad.warnings: 28
  maxCapViolCount: 0
status:
  status: "finished clean"
cell families (layout without fill, tap and decap cells):
| logic type | Yosys count | count (layout) |
|---|---|---|
| mux | 88 | 88 |
| flops | 132 | 132 |
| fa+ha+maj | 2 | 2 |
| xor+xnor | 5 | 5 |
| simple gates | 114 | 114 |
| compound gates | 28 | 28 |
| buf+inv | 25 | 112 |
power breakdown:
part	switching (uW)	total, uW	internal [uW]
Clock	529	1550	1030
Sequential	0	1340	1340
Combinational	36.3	94.7	58.5
Total	565	2990	2420
synth_stat cells (all sizes together):
library cell  instances  area, um2
a31o                  4       35.0
xnor2                 2       17.5
or2b                  1       7.51
a211oi                4       30.0
o31ai                 1       7.51
mux4                 16        368
or3                   1       6.26
o22ai                 2       12.5
a21oi                 9       45.0
a311o                 1       10.0
clkbuf               16       60.1
inv                   5       18.8
o21bai                1       7.51
nor2                 10       37.5
and2b                 2       15.0
and2                  2       12.5
a31oi                 2       12.5
nor2b                57        357
nand2                 9       33.8
nor3                  1       5.00
nand3                 8       40.0
o21a                  1       7.51
ha                    2       25.0
dfrtp               131       3280
buf                   4       18.8
o2bb2ai               1       8.76
xor2                  3       45.1
mux2                 65        732
o21ai                 1       5.00
nor4                 16        115
mux2i                 7       70.1
and4                  1       8.76
and3                  1       6.26
nand4                 4       25.0
nand3b                1       7.51
dfstp                 1       26.3
a41oi                 1       8.76
layout make-up:
| cell class | instances | area (um2) | share of cell area |
|---|---|---|---|
| clock buffers | 23 | 478 | 0.0679 |
| clock inverters | 9 | 126 | 0.0179 |
| inverters | 5 | 22.5 | 0.00320 |
| multi-input cells | 237 | 2130 | 0.303 |
| flip-flops and latches | 132 | 3300 | 0.469 |
| well taps | 176 | 220 | 0.0313 |
| repair buffers | 75 | 758 | 0.108 |
worst max-delay path, delay by kind of cell (launching register included):
family,cells,cell delay [ns]
AOI/OAI and AO/OA,4,0.65
buffers and inverters,2,0.41
muxes,1,0.51
DFF,1,0.75
adders and majority gates,1,0.53
metrics by stage:
stage	instance area, um2	instances	hold slack (ns)
floorplan	5530	394	0.465
global placement	6440	625	0.480
detailed placement	6440	625	0.486
CTS	7040	657	0.504
global route	7040	657	0.516
finish	7040	657	0.497
worst max path at each step:
stage,to,slack [ns],cells past startpoint
finish,or_result_reg$_DFF_PP0_,1.01,8
CTS,or_result_reg$_DFF_PP0_,0.95,8
global route,or_result_reg$_DFF_PP0_,0.77,8
layer usage:
metal | up-vias | part of all wire
met4 | 0 | 0.0083
met3 | 7 | 0.044
met2 | 68 | 0.45
met1 | 1637 | 0.49
li1 | 1571 | -
met5 | - | 0
Power and IR drop assume default switching activity.
